### /design/flow/run.sh
#!/bin/bash
# OpenROAD 26Q1-2900-gdf79404cd8, Yosys 0.63+post, stock flow scripts
make -C /OpenROAD-flow-scripts/flow DESIGN_CONFIG=/design/flow/config.mk WORK_HOME=/design/flow/orfs finish
### /design/flow/config.mk
export PLATFORM = sky130hd
export DESIGN_NAME = moore_10101_ov
export DESIGN_NICKNAME = moore_10101_ov
export VERILOG_FILES = /design/flow/design.v
export SDC_FILE = /design/flow/constraint.sdc
export NUM_CORES = 4
export LEC_CHECK = 1
export CORE_AREA = 10 10 70 70
export DIE_AREA = 0 0 80 80
### /design/flow/constraint.sdc
current_design moore_10101_ov

set clk_period 1.1
set clk_io_pct 0.2

create_clock -name clk0 -period $clk_period [get_ports {clk}]

set non_clock_inputs [all_inputs -no_clocks]
set_input_delay [expr $clk_period * $clk_io_pct] -clock clk0 $non_clock_inputs
set_output_delay [expr $clk_period * $clk_io_pct] -clock clk0 [all_outputs]
### /design/flow/design.v
module moore_10101_ov(input clk, input rst, input in, output reg out);
  reg [2:0] state, next;
  parameter S0 = 0, S1 = 1, S2 = 2, S3 = 3, S4 = 4, S5 = 5;
  always @(posedge clk or posedge rst) begin
    if (rst)
      state <= S0;
    else
      state <= next;
  end
  always @(*) begin
    case (state)
      S0: next = in ? S1 : S0;
      S1: next = in ? S1 : S2;
      S2: next = in ? S3 : S0;
      S3: next = in ? S1 : S4;
      S4: next = in ? S5 : S0;
      S5: next = in ? S1 : S2; 
      default: next = S0;
    endcase
  end
  always @(*) begin
    out = (state == S5);
  end
endmodule
==> flow_summary_export.csv <==
group,metric,value,unit
routing,routed_via_density,2.07,
critical_path,critPathBufInv,1,
layout,n_fill_cell,398,
cts,clkSlewWorstSetupHoldPaths,0.05,ns
critical_path,crit_family,"flip-flops",
critical_path,rr_endpoint,"state[3]",
cts,postCtsHoldBufs,0,
routing,drt_iter0_markers,3,
layout,final-seq-area,151,µm²
timing,fmax,979,MHz
global_route,grtUsageTotal,1.77,%
critical_path,reg2reg_slack,0.11,ns
critical_path,end_kind,"primary output",
synth,synth_area_per_cell,13.4,µm²
routing,vias,145,
layout,largest_registers,"state x6",
global_route,grt_max_degree,7,
critical_path,worstSetupStartpoint,"state[4]",
timing,worst_clock_skew,0.0126,ns
timing,rsz0062_at_grt,"no",
die,fp-utilization,5.90,%
status,status,"complete, no violations",
critical_path,ff2ff_path_depth,2,
layout,stdcell_count,70,
placed_design,port_buffers,3,
power_and_ir_drop,p_leak,0.134,nW
critical_path,critPathLaunchType,"flip-flop",
timing,relSlewSlack,85.4,%
power_and_ir_drop,pwr_density_cell,1540,nW/µm²
placed_design,placed_cell_area,289,µm²
synth,yosys.stat.seqShare,75.2,%
global_route,grt_pass1_vias,175,
global_route,grt_pass1_wl,800,µm
global_route,grt_overflow,0,
critical_path,critPathRequiredTime,0.88,ns
critical_path,r2r_start,"state[4]",
layout,synthToLayoutAreaGrowth,61.5,%
critical_path,cp_slowest_stage_delay,0.37,ns
die,die_x,80,µm
synth,yosysWarnings,1,
global_route,grt_antenna_before_repair,0,
job,cap_violations,0,
cts,cts_tree,"yes",
synth,synth_flops,6,
routing,first_pass_iters,2,
die,dieArea,6400,µm²
power_and_ir_drop,power.total,500,µW
cts,cts-htree-levels,1,
synth,yosysChipArea,201,µm²
layout,comb_area,46.3,µm²
placed_design,gp_congestion,0.699,
timing,worst_pin_slew,0.219,ns
synth,ys_cells,15,
critical_path,critical_path_class,"flip-flop to primary output",
critical_path,crit_path_max_fanout,2,
cts,clkLatencyLatePin,0.25,ns
layout,final_core_util,9.52,%
critical_path,cp.depth,1,
layout,drive_above_1_share,21.7,%
cts,numCtsBuffers,3,
critical_path,crit_slowest_cell,"dfrtp_1",
routing,wirelength,447,µm
layout,largest_reg_flops,6,
layout,top_register,"state",
placed_design,dp.cells,64,
synth,yosysUniqueCellTypes,8,
synth,synth_area,201,µm²
critical_path,endpoint,"out",
layout,final_area,325,µm²
die,std_cell_rows,21,
placed_design,dp_hpwl,309,µm
worst_hold_path,worstHoldPathType,"input port to async pin",
die,die_h,80,µm
routing,wire_per_inst,6.39,µm
power_and_ir_drop,peakVddDrop,0.368,mV
timing,period_used_share,92.9,%
timing,tns,0,ns
job,warnings,25,
die,coreArea,3420,µm²
routing,ant_nets,0,
cts,cts_buffer_depth,2,
timing,setup_viol,0,
critical_path,path_cells,"clkdlybuf4s15_1",
die,pin_count,4,
cts,cts_root_buf,"clkbuf_4",
cts,cts_num_sinks,6,
routing,drc,0,
synth,synthCells,15,
timing,period_minus_slack,1.02,ns
critical_path,crit_arrival,0.80,ns
timing,finalHoldViolCount,0,
timing,slew_violations,0,
## kinds of logic after synthesis
logic type	count (synthesis)	synth area share [%]
and+or+nand+nor	7	17.4
DFF	6	75.2
buffers and inverters	1	1.86
AOI/OAI and AO/OA	1	5.59
## routing by layer
layer  up-vias  global-route usage [%]  part of all wire (%)
li1         66                       -                     -
met1        71                    1.75                    45
met2         8                    2.01                    33
met3         0                    2.61                    21
met4         0                   0.352                     0
met5         -                       0                     0
## synthesized netlist by cell type
cell	number	area (µm²)
nor3_1	1	5.00
dfstp_2	1	26.3
inv_1	1	3.75
nor2_1	3	11.3
and2_1	2	12.5
nor2b_1	1	6.26
dfrtp_1	5	125
o41a_1	1	11.3
## timing repair
item / CTS / global route
setup endpoints to repair: 1 / 1
gates resized: 1 / 1
buffers inserted: 1 / 0
## area by class of cell
type | instances | share of cell area, %
Antenna cell | 1 | 0.769
Inverter | 1 | 1.15
Timing Repair Buffer | 4 | 11.5
Tap cell | 46 | 17.7
Sequential cell | 6 | 46.5
Clock buffer | 4 | 8.08
Multi-Input combinational cell | 8 | 14.2
## cell usage in the layout (no fill, tap or decap), types with 2 or more instances in the layout
cell	synthesis	routed
dfrtp_1	5	5
nor2_1	3	3
clkbuf_4	0	3
and2_1	2	2
clkdlybuf4s50_1	0	2
## how the worst min path moves through the flow
stage	to	cells past startpoint
CTS	state[5]	2
finish	state[5]	2
global route	state[5]	2
## metrics by stage
step	hold slack (ns)	worst slack [ns]
6_report	0.184	0.0783
5_1_grt	0.200	0.0198
4_1_cts	0.178	0.00228
3_5_place_dp	0.445	0.0524
3_3_place_gp	0.435	0.0695
2_1_floorplan	0.0102	0.229
## power by group
| group | total (mW) | switching [mW] | internal (mW) |
|---|---|---|---|
| combinational | 0.0323 | 0.0152 | 0.0170 |
| sequential | 0.244 | 0.00703 | 0.237 |
| clock | 0.223 | 0.0857 | 0.138 |
Power and IR drop assume default switching activity.
