$ cat flow/run.sh
#!/bin/bash
# OpenROAD 26Q1-2900-gdf79404cd8, Yosys 0.63+post, stock flow scripts
make -C /OpenROAD-flow-scripts/flow DESIGN_CONFIG=/design/flow/config.mk WORK_HOME=/design/flow/orfs finish
$ cat flow/config.mk
export PLATFORM = sky130hd
export DESIGN_NAME = moore_10011_ov
export DESIGN_NICKNAME = moore_10011_ov
export VERILOG_FILES = /design/flow/design.v
export SDC_FILE = /design/flow/constraint.sdc
export NUM_CORES = 4
export LEC_CHECK = 1
export CORE_AREA = 10 10 70 70
export DIE_AREA = 0 0 80 80
$ cat flow/constraint.sdc
current_design moore_10011_ov

set clk_period 1.0
set clk_io_pct 0.2

create_clock -name clk0 -period $clk_period [get_ports {clk}]

set non_clock_inputs [all_inputs -no_clocks]
set_input_delay [expr $clk_period * $clk_io_pct] -clock clk0 $non_clock_inputs
set_output_delay [expr $clk_period * $clk_io_pct] -clock clk0 [all_outputs]
$ cat flow/design.v
`timescale 1ns / 1ps
module moore_10011_ov(input clk, input rst, input in, output reg out);
  reg [2:0] state, next;
  parameter S0=0, S1=1, S2=2, S3=3, S4=4, S5=5;
  always @(posedge clk or posedge rst) begin
    if (rst) state <= S0;
    else state <= next;
  end
  always @(*) begin
    case (state)
      S0: next = in ? S1 : S0;
      S1: next = in ? S1 : S2;
      S2: next = in ? S3 : S0;
      S3: next = in ? S1 : S4;
      S4: next = in ? S5 : S0;
      S5: next = in ? S1 : S0;
    endcase
  end
  always @(*) begin
    out = (state == S5);
  end
endmodule
==> flow_summary.rst <==
Implementation results
======================

.. list-table::
   :header-rows: 1

   * - Metric
     - Value
   * - Area of the core
     - 0.003416 mm^2
   * - Post-layout minimum cycle time
     - 1.092 ns
   * - Comb gate area
     - 83.83 um^2
   * - Initial antenna violation count
     - 0
   * - Setup repair after global routing missed its margin
     - true
   * - Leakage power total
     - 0.1506 nW
   * - Setup Viol. Count Final
     - 1
   * - Cell area after technology mapping
     - 205.2 um^2
   * - Clock Root Buffer
     - sky130_fd_sc_hd__clkbuf_4
   * - Via count of the first global-routing pass
     - 170
   * - Combinational share of power
     - 5.0%
   * - First-pass GRT wire length
     - 655 um
   * - Registers, synthesis
     - 6
   * - Clock network fraction of design power
     - 60.1%
   * - Routed wirelength normalized by instance count
     - 5.392 um
   * - Violated checks
     - negative setup slack
   * - Power per cell area
     - 1007 mW/mm^2
   * - Final-report max-slew violation count
     - 0
   * - Total global-route track usage
     - 1.392%
   * - Via/cell ratio
     - 2.027
   * - Overall chip area
     - 0.006400 mm^2
   * - GRT overflow
     - 0
   * - Worst VDD drop
     - 0.1639 mV
   * - Number of cell instances after yosys synthesis
     - 18
   * - Vias
     - 150
   * - H-Tree Level Count
     - 1
   * - Fraction of final layout cells sized beyond drive strength 1
     - 46.43%
   * - TritonCTS Buffers
     - 3
   * - Top-level I/O count
     - 4
   * - DIE WIDTH
     - 80 um
   * - Tightest slew margin relative to the limit
     - 88.40%
   * - CTS hold repair buffers
     - 0
   * - Final Hold Fails
     - 0
   * - Register pins left without a clock
     - 3
   * - Internal
     - 0.2825 mW
   * - Gpl congestion
     - 0.6701
   * - Number of instances in the synthesized netlist
     - 18
   * - Max Cap Violations
     - 0
   * - Class of the most critical hold timing path
     - input pin to async pin
   * - Clk pin slew, worst setup/hold paths
     - 0.04 ns
   * - Delay of the slowest critical-path stage
     - 0.37 ns
   * - First-pass iteration count of the detailed router
     - 1
   * - Chip area line of the yosys report
     - 205.2 um^2
   * - Power share of the sequential group
     - 34.9%
   * - Required time at the endpoint of the critical path
     - 0.80 ns
   * - Count of antenna-violating nets left after detailed routing
     - 0
   * - Tally of buffers added on design ports
     - 3
   * - CP Class
     - flip-flop to primary output
   * - DRC Markers
     - 0
   * - Fraction of the core area covered by cells at the end of the flow
     - 10.26%
   * - Crit path max-delay cell type
     - sky130_fd_sc_hd__dfrtp_1
   * - Power after layout
     - 0.3527 mW
   * - Status
     - finished with violations
   * - Least setup slack across all paths after layout
     - -0.09248 ns
   * - Critical Path, Cell by Cell
     - nand2b_4 > nor2_2 > buf_2
   * - Core Rows
     - 21
   * - Switching power
     - 0.07019 mW
   * - Fmax
     - 915.4 MHz
   * - Fraction of power spent switching nets
     - 19.90%
   * - Mean area per synthesized cell
     - 11.40 um^2
   * - Distinct cell type count after synthesis
     - 10
   * - Pin count of the biggest net entering global routing
     - 4
   * - Category of the worst setup path capture point
     - primary output
   * - Layout-stage area growth over the synthesis result
     - 70.73%
   * - TritonCTS clock tree
     - built
   * - Count of endpoints without a timing constraint
     - 6
   * - Critical path arrival
     - 0.89 ns
   * - Pre-CTS setup slack
     - -0.2862 ns
   * - Die y size
     - 80 um
   * - Routed WL
     - 399 um
   * - Violation tally from detailed-route iteration zero
     - 0
   * - Clock buffer depth
     - 2
   * - Final sum of negative setup slack
     - -0.09248 ns
   * - Placed standard-cell area
     - 311.5 um^2
   * - Yosys warning total
     - 1
   * - Tool warnings
     - 27
   * - Critical path startpoint category
     - flip-flop
   * - Final antenna diode count
     - 0
   * - Worst Path Max Fanout
     - 2
   * - Post-layout period usage
     - 109.2%
   * - Final Instance Area
     - 350.3 um^2
   * - Sequential cell area
     - 120.1 um^2
   * - Fill cells
     - 407
   * - Slew at the pin closest to its max-slew limit
     - 0.1734 ns
   * - Floorplan Utilization
     - 6.007%
==> worst max path at each step <==
| stage | from | to | slack, ns | cells after the start |
|---|---|---|---|---|
| 6_report | state[1] | out | -0.09 | 3 |
| 4_1_cts | state[1] | out | -0.14 | 3 |
| 5_1_grt | state[1] | out | -0.15 | 3 |
==> routing by layer <==
layer  vias up  global-route usage (%)  wire length (um)
li1         75                       -                 -
met5         -                       0                 0
met4         0                  0.7042                25
met2         6                   1.685               140
met3         3                   1.591                77
met1        66                   1.405               156
==> synth_stat cells, drive strengths merged <==
master  count  area share [%]
nand2b      4              16
nor2        1             1.8
inv         2             3.7
and2        1             3.1
clkbuf      1             1.8
dfrtp       3              37
dlxtn       3              22
or2         1             3.1
o22ai       2              12
==> logic make-up after synthesis <==
family | Yosys count | share of synthesized area, %
compound gates | 2 | 12.19
buf+inv | 3 | 5.487
flops | 3 | 36.58
latches | 3 | 21.95
simple gates | 7 | 23.78
==> final cells by class <==
type | instances | area share [%]
repair buffers | 7 | 15.71
multi-input cells | 9 | 23.93
well taps | 46 | 16.43
flip-flops and latches | 6 | 34.29
inverters | 2 | 2.143
clock buffers | 4 | 7.500
==> flip-flops by register name (all words and copies together) (netlist names) <==
signal and flops:
next 3, state 3
==> power groups by stage <==
stage | Combinational [mW] | Sequential (mW) | Clock [mW]
after CTS | 0.0181 | 0.123 | 0.226
after global routing | 0.0194 | 0.123 | 0.229
final | 0.0176 | 0.123 | 0.212
==> critical path, delay by kind of cell (launching register included) <==
family        cells  cell delay (ns)
simple gates      2             0.20
flops             1             0.37
buf+inv           1             0.09
==> per-stage QoR <==
stage,hold WS (ns),std cells
CTS,0.1449,74
global placement,0.3886,69
detailed placement,0.3976,69
global route,0.1556,74
floorplan,-0.04636,18
finish,0.1406,74
==> placed cells by master, fill, tap and decap left out, drive strengths merged <==
master,instances
dfrtp,3
buf,5
inv,2
clkbuf,4
clkdlybuf4s50,2
or2,1
and2,1
dlxtn,3
o22ai,2
nor2,1
nand2b,4
==> repair_timing <==
action | in CTS | in global routing
pin swaps | 1 | 1
gates resized | 4 | 1
endpoints found under the setup margin | 1 | 1
buffers inserted | 1 | 0
cloned | 0 | 0
Power and IR drop assume default switching activity.
