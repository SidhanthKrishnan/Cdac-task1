$ cat constraint.sdc
current_design moore_10011_nov

set clk_period 1.5
set clk_io_pct 0.2

create_clock -name clk0 -period $clk_period [get_ports {clk}]

set non_clock_inputs [all_inputs -no_clocks]
set_input_delay [expr $clk_period * $clk_io_pct] -clock clk0 $non_clock_inputs
set_output_delay [expr $clk_period * $clk_io_pct] -clock clk0 [all_outputs]
$ cat config.mk
export PLATFORM = sky130hd
export DESIGN_NAME = moore_10011_nov
export DESIGN_NICKNAME = moore_10011_nov
export VERILOG_FILES = /design/flow/design.v
export SDC_FILE = /design/flow/constraint.sdc
export NUM_CORES = 4
export LEC_CHECK = 1
export CORE_AREA = 10 10 70 70
export DIE_AREA = 0 0 80 80
$ cat run.sh
#!/bin/bash
# OpenROAD 26Q1-2900-gdf79404cd8, Yosys 0.63+post, stock flow scripts
make -C /OpenROAD-flow-scripts/flow DESIGN_CONFIG=/design/flow/config.mk WORK_HOME=/design/flow/orfs finish
$ cat design.v
`timescale 1ns / 1ps
module moore_10011_nov(input clk, input rst, input in, output reg out);
  reg [2:0] state, next;
  parameter S0=0, S1=1, S2=2, S3=3, S4=4, S5=5;
  always @(posedge clk or posedge rst) begin
    if (rst) state <= S0;
    else state <= next;
  end
  always @(*) begin
    case (state)
      S0: next = in ? S1 : S0;
      S1: next = in ? S1 : S2;
      S2: next = in ? S3 : S0;
      S3: next = in ? S1 : S4;
      S4: next = in ? S5 : S0;
      S5: next = in ? S0 : S0;
    endcase
  end
  always @(*) begin
    out = (state == S5);
  end
endmodule
==> impl_metrics.json <==
{
  "status": "finished clean",
  "row_count": 21,
  "portBuffers": 3,
  "path_buffers": 1,
  "critPathMaxFanout": 5,
  "slew_headroom_pct": 88.96,
  "combPwrFrac_pct": 4.5,
  "detail-route-antenna-nets": 0,
  "power.leakage_nw": 0.1373,
  "initial_utilization_pct": 5.678,
  "netlist_area_um2": 193.9,
  "p_int_mw": 0.1882,
  "route.met2.wl_um": 140,
  "die_h_um": 80,
  "antenna_found_initial": 0,
  "grt_pass1_wl_um": 717,
  "final_cell_area_um2": 321.6,
  "cellPowerDensity_nw_per_um2": 733.4,
  "crit_path_end_kind": "output port",
  "setup_ws_ns": 0.09171,
  "viasPerCell": 2.028,
  "synth_cell_types": 11,
  "core_area_um2": 3416,
  "hold_viol": 0,
  "path_clk_slew_ns": 0.04,
  "untimed_endpoints": 6,
  "grt_pass1_vias": 156,
  "hold_buffers": 0,
  "period_needed_ns": 1.408,
  "min_path_type": "in -> async",
  "min_period_over_period_pct": 93.89,
  "p_total_mw": 0.2358,
  "met3_wirelength_um": 89,
  "cp-start-kind": "flip-flop",
  "placed_cell_area_um2": 289.0,
  "antenna_cells": 0,
  "grt_start_max_net_pins": 6,
  "syn-instance-count": 16,
  "drt_iter0_drc": 6,
  "drc_errors": 0,
  "grt_util_all_layers_pct": 1.510,
  "hold_ws_ns": 0.2400,
  "drv_cap": 0,
  "met1_length_um": 183,
  "max_freq_mhz": 710.1,
  "io_pins": 4,
  "cts_tree": "built",
  "rsz0062_at_grt": "false",
  "crit_slowest_cell": "dfrtp_1",
  "final_cell_mix": "clkbuf_4 (3), dlxtn_1 (3), dfrtp_1 (3)",
  "tns_ns": 0,
  "unclocked_pins": 3,
  "setup_viol": 0,
  "grt_overflow": 0,
  "drive_gt1_share_pct": 24.00,
  "dieWidth_um": 80,
  "worst_slew_pin_slew_ns": 0.1651,
  "syn_avg_cell_area_um2": 12.12,
  "clockRootBuffer": "clkbuf_4",
  "first_pass_iters": 4,
  "cp_slowest_stage_delay_ns": 0.40,
  "cp_top_family": "flip-flops",
  "wl_um": 419,
  "swShare_pct": 20.22,
  "place_ws_ns": 0.1124,
  "top_layer_used": "met4",
  "crit_type": "reg -> out",
  "ys_area_um2": 193.9,
  "clk_path_buf_depth": 2,
  "dr_total_vias": 144,
  "p_sw_mw": 0.04768,
  "seqPwrFrac_pct": 34.8,
  "slew_violations": 0,
  "cp.required_ns": 1.20,
  "cp.arrival_ns": 1.11,
  "ir_drop_v": 0.0001405,
  "dieArea_um2": 6400,
  "clkPwrFrac_pct": 60.7,
  "cts_max_level": 1,
  "cts-buffers-inserted": 3,
  "routedWlPerCell_um": 5.901,
  "yosys_warnings": 1,
  "place_congestion": 0.6388,
  "syn_to_final_growth_pct": 65.81,
  "ys_seq_elements": 6,
  "warning_count": 25,
  "worstPathCellList": "and3b_2 -> dlygate4sd2_1",
  "dp_hpwl_um": 322.8,
  "yosys_cells": 16
}
## kinds of logic (layout without fill, tap and decap cells)
family / Yosys count / count (layout) / synth area share, %
latches: 3 / 3 / 23.22
AOI/OAI and AO/OA: 1 / 1 / 2.578
DFF: 3 / 3 / 38.71
and+or+nand+nor: 8 / 8 / 33.55
buffers and inverters: 1 / 10 / 1.934
## stage by stage
stage / instances / utilization [%]
after global placement: 66 / 8.462
after floorplan: 16 / -
after global routing: 71 / 9.414
after detailed placement: 66 / 8.462
after CTS: 71 / 9.414
final: 71 / 9.414
## area by class of cell
class,count,area (um2)
flip-flops and latches,6,120.1
fillers,399,3094
repair buffers,5,43.79
multi-input cells,9,70.07
inverters,1,3.754
well taps,46,57.56
clock buffers,4,26.28
## layer usage
layer / GRT usage, % / vias up
li1: - / 72
met1: 2.013 / 61
met2: 1.284 / 9
met3: 1.932 / 2
met4: 0.3521 / 0
met5: 0 / -
## timing repair
item,in CTS,in global routing
setup endpoints to repair,1,0
resized,1,0
buffers inserted,1,0
## state kept, by name (all words and copies together) (netlist names)
signal and count:
state 3, next 3
## power by group through the flow
stage,Clock (mW),Sequential (mW),Combinational [mW]
finish,0.143,0.0820,0.0106
global route,0.164,0.0819,0.0123
CTS,0.151,0.0820,0.0108
## synthesized netlist by cell type
library cell | n | area [um2]
dfrtp_1 | 3 | 75.07
dlxtn_1 | 3 | 45.04
nand4bb_1 | 2 | 22.52
a21oi_1 | 1 | 5.000
and2_1 | 1 | 6.260
and3b_2 | 1 | 10.01
inv_1 | 1 | 3.750
nand2_1 | 1 | 3.750
nand3b_1 | 1 | 7.510
nor2b_1 | 1 | 6.260
or3b_1 | 1 | 8.760
## worst max path at each step
stage	startpoint	end	slack (ns)	cells after the start
finish	state[2]	out	0.09	2
global route	state[0]	out	0.03	2
CTS	state[2]	out	0.07	2
Power figures rest on the tool's default switching activity, not on a simulated workload.
